`flow/design.v`:
```
module mux16b_2x1(a,
                  b,
                  select,
                  out);
    input [15:0]a, b;
    input select;
    output [15:0]out;
    reg [15:0]out;
    always@(a, b, select)
    begin
        if (select == 0)
            out = a;
        else
            out = b;
    end
endmodule
    module task4(in, clk, reset, sel_12, sel_3, out);  
        input [15:0]in;
        input clk, reset, sel_12, sel_3;
        output [15:0]out;
        reg [15:0]out, reg_a, reg_b;
        wire [15:0]mux_out_1, mux_out_2, mux_out_3, sum_out, sub_out;
        mux16b_2x1 obj0(reg_a, reg_b, sel_12, mux_out_1);
        mux16b_2x1 obj1(reg_a, reg_b, sel_12, mux_out_2);
        assign sum_out = mux_out_1 + mux_out_2;
        assign sub_out = mux_out_1 - mux_out_2;
        mux16b_2x1 obj2(sum_out, sub_out, sel_3, mux_out_3);
        always@(posedge clk, negedge reset)
        begin
            if (reset == 0)
            begin
                out   <= 0;
                reg_a <= 0;
                reg_b <= 0;
            end
            else
            begin
                reg_a <= in;
                reg_b <= out;
                out   <= mux_out_3;
            end
        end
    endmodule
```
`flow/run.sh`:
```
#!/bin/bash
# OpenROAD 26Q1-2900-gdf79404cd8, Yosys 0.63+post, stock flow scripts
make -C /OpenROAD-flow-scripts/flow DESIGN_CONFIG=/design/flow/config.mk WORK_HOME=/design/flow/orfs finish
```
`flow/config.mk`:
```
export PLATFORM = sky130hd
export DESIGN_NAME = task4
export DESIGN_NICKNAME = task4
export VERILOG_FILES = /design/flow/design.v
export SDC_FILE = /design/flow/constraint.sdc
export NUM_CORES = 4
export LEC_CHECK = 1
export CORE_AREA = 10 10 101 101
export DIE_AREA = 0 0 111 111
```
`flow/constraint.sdc`:
```
current_design task4

set clk_period 1.0
set clk_io_pct 0.2

create_clock -name clk0 -period $clk_period [get_ports {clk}]

set non_clock_inputs [all_inputs -no_clocks]
set_input_delay [expr $clk_period * $clk_io_pct] -clock clk0 $non_clock_inputs
set_output_delay [expr $clk_period * $clk_io_pct] -clock clk0 [all_outputs]
```
==> CHANGELOG.md <==
### Changed

* Pins Over Slew Limit at 0
* Yosys chip area at 2470 um^2
* CP Launch Point: reg_b[1]
* Fillcell total at 725
* CTS Buf Count at 5
* First-pass GRT wire length at 10000 um
* Antenna cells at 0
* Final Cycle Share at 2.65
* Largest net degree at the start of global routing at 45
* Final Setup Violations at 18
* Max FO, Critical Path at 5
* Row count at 33
* Congestion Overflow GR at 0
* Maximum clock path buffer count at 2
* Crit start category: register
* RSZ-0062 raised after global routing: yes
* # IOs at 36
* Layout cell share with drive strength beyond 1 at 0.433
* Synth Seq Share at 0.446
* Yosys warns at 2
* Core area at 8130 um^2
* Post-Syn Area at ~2500 um^2
* Design area at 3710 um^2
* Fin worst setup slack at -1.65 ns
* Worst-path clk slew at roughly 0.090 ns
* Die Wd at approximately 110 um
* Pre-antenna DRT Iters at 4
* Worst r2r src: reg_b[1]
* Fin util at 0.457
* Ys async rst share at 1.00
* DRC at 0
* DP Wirelength at 4290 um
* Skew-Pair Late Insertion Delay at approximately 0.30 ns
* Arr. time, crit path at 2.86 ns
* Dominant register cell: dfrtp_1
* WS Path Type: register to register
* Yosys cell types at ~48
* Failing checks: hold timing, setup timing
* Initial antenna violation count at 0
* Antenna Nets Post-Route at 0
* Lkg Pwr at between 1.5 and 2 nW
* Vias in the first global route at 2032
* Via density per instance at 4.55
* I/O Buffers at 33
* Endpoint class of the critical path: register
* Root buf cell: clkbuf_8
* Final GP Congestion at between 0.8 and 0.9
* Setup TNS at -20.05 ns
* Worst-case vdd ir drop at 0.000995 V
* Yosys reg bits at around 44
* PwrDens at 3130 nW/um^2
* Maximum Capacitance Violations at 0
* Via count at ~2000
* DRT iter0 DRCs at 90
* Fmax at 377 MHz
* Mapped Cells at approximately 230
* OpenROAD warning count at 32
* Average cell area after synthesis at between 10 and 15 um^2
* Post-synth EDFFs at 0
* Fin. Hold Viols at 44
* Most frequent cells in the layout: 63 x buf_4, 44 x dfrtp_1, 20 x xnor2_1
* Area growth, synth to finish at 50.4%
* Gr usage total at 0.0939
* Fp_density at 0.304
* Status: complete, but fails checks
* # Cells Yosys at 230
* Die height at 111 um
* Placement Cell Area at 3380 um^2
* Hold_ws at -0.143 ns
* Clk sinks at 44
* Power Total at 11.6 mW
* Final min period at about 2.7 ns
* Die ar. at 12300 um^2
* Top cell excl fill/tap: buf_4
* Worst hold path type: input port to asynchronous set/reset pin
* Crit path DRT at ~1.2 ns
* R2r worst-path depth at 12
* Worst Clk Skew at 0.0105 ns
* TritonCTS clock tree: built
* Routed WL at 5840 um
* CTS HTree Levels at 2
* Wire per inst at 13.2 um
==> worst paths after layout <==
check,end,slack [ns]
max in group asynchronous,reg_a[11],0.91
setup reg to reg,out[12],-1.65
hold / removal,out[1],-0.14
hold reg to reg,reg_b[9],0.37
min in group clk0,reg_a[4],0.33
setup / recovery,out[12],-1.65
==> power breakdown <==
part / internal, mW / switching (mW) / total, mW
clock: 0.739 / 0.615 / 1.35
combinational: 4.19 / 3.20 / 7.39
sequential: 2.46 / 0.405 / 2.87
==> critical path: stages, from the launching register on <==
cell	delay, ns
dfrtp_1	0.44
mux2i_4	0.20
ha_4	0.20
o2111a_1	0.22
nor2b_4	0.17
a31oi_1	0.10
xnor2_1	0.14
ha_1	0.36
buf_4	0.16
nand3_1	0.07
nor2_1	0.06
a221o_1	0.30
a31oi_1	0.15
==> synthesized netlist by cell type, types with 2 or more instances <==
master / count / share of area
nand2_1: 9 / 0.014
dfrtp_1: 44 / 0.45
nand2b_1: 4 / 0.010
nor3_1: 4 / 0.0081
ha_1: 16 / 0.081
nor2_1: 22 / 0.033
buf_4: 2 / 0.0061
o21a_1: 4 / 0.012
o31ai_1: 2 / 0.0061
a21o_1: 5 / 0.015
mux2_2: 8 / 0.036
xor2_1: 3 / 0.011
xnor2_1: 21 / 0.074
inv_1: 11 / 0.017
nand3_1: 5 / 0.010
nor2b_1: 2 / 0.0051
clkbuf_1: 4 / 0.0061
a31oi_1: 10 / 0.025
a21oi_1: 16 / 0.032
mux2i_1: 6 / 0.024
o21ai_0: 5 / 0.010
==> state kept, by name (all words and copies together) (netlist names) <==
register / flops
out: 15
reg_b: 14
reg_a: 15
==> per-stage QoR <==
stage / hold WS [ns] / std cells / setup slack (ns)
after global placement: 0.193 / 420 / -2.29
final: -0.143 / 442 / -1.65
after global routing: -0.127 / 442 / -1.78
after floorplan: -0.0956 / 230 / -1.55
after detailed placement: 0.196 / 420 / -2.30
after CTS: -0.135 / 441 / -1.64
==> metal layers <==
layer / global-route usage / share of wire
met5: 0 / 0
met4: 0.0139 / 0.016
met3: 0.00876 / 0.025
met2: 0.143 / 0.44
met1: 0.144 / 0.52
==> timing repair <==
item	in CTS	in global routing
gates resized	84	8
hold endpoints to repair	44	44
endpoints found under the setup margin	30	29
gates cloned	0	0
setup buffers	13	1
pin swaps	21	8
==> layout make-up <==
cell class / instances / area (um^2) / area share
multi-input combinational: 167 / 1470 / 0.396
sequential: 44 / 1100 / 0.296
timing repair buffer: 107 / 857 / 0.231
tap: 105 / 131 / 0.0354
clock buffer: 5 / 68.8 / 0.0185
clock inverter: 3 / 42.5 / 0.0115
inverter: 11 / 41.3 / 0.0111
==> cell families after synthesis <==
kind of cell,count (synthesis),share of synthesized area
other,1,0.00152
muxes,14,0.0608
DFF,44,0.446
adders and majority gates,16,0.0811
buffers and inverters,19,0.0355
AOI/OAI and AO/OA,57,0.175
xor gates and xnor gates,24,0.0851
and+or+nand+nor,55,0.116
Power is estimated from default activity; no workload was simulated.

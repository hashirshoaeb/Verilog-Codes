`design/flow/config.mk`:
```
export PLATFORM = sky130hd
export DESIGN_NAME = mainfile
export DESIGN_NICKNAME = mainfile
export VERILOG_FILES = /design/flow/design.v
export SDC_FILE = /design/flow/constraint.sdc
export NUM_CORES = 4
export LEC_CHECK = 1
export CORE_UTILIZATION = 40
```
`design/flow/constraint.sdc`:
```
current_design mainfile

set clk_period 4.6
set clk_io_pct 0.2

create_clock -name clk0 -period $clk_period [get_ports {clk}]

set non_clock_inputs [all_inputs -no_clocks]
set_input_delay [expr $clk_period * $clk_io_pct] -clock clk0 $non_clock_inputs
set_output_delay [expr $clk_period * $clk_io_pct] -clock clk0 [all_outputs]
```
`design/flow/design.v`:
```
module mainfile(clk,
                reset,
                disp_switch,
                sample_switch,
                seg_7);
    input clk, reset, disp_switch;
    input [1:0] sample_switch;  
    output reg [6:0]seg_7;
    reg [7:0]seg;
    wire my_clk;
    reg [25:0] counter;
    assign my_clk = counter[25]; 
    always@(posedge clk, negedge reset)
    begin
        if (reset == 0)
        begin
            counter <= 0;
        end
        else
        begin
            counter <= counter + 1;
        end
    end
    reg [3:0] ROM_A [0:8];
    reg [3:0] ROM_B [0:8];
    reg [7:0] P;  
    initial
    begin
        ROM_A[0] = 4'b0001;
        ROM_A[1] = 4'b0001;
        ROM_A[2] = 4'b0001;
        ROM_A[3] = 4'b0001;
        ROM_A[4] = 4'b0001;
        ROM_A[5] = 4'b0001;
        ROM_A[6] = 4'b0001;
        ROM_A[7] = 4'b0001;
        ROM_A[8] = 4'b0001;
        ROM_B[0] = 4'b0001;
        ROM_B[1] = 4'b0001;
        ROM_B[2] = 4'b0001;
        ROM_B[3] = 4'b0001;
        ROM_B[4] = 4'b0001;
        ROM_B[5] = 4'b0001;
        ROM_B[6] = 4'b0001;
        ROM_B[7] = 4'b0001;
        ROM_B[8] = 4'b0001;
    end
    reg [3:0] sum_count;
    reg [3:0] N_samples;
    always@(sample_switch)
    begin
        case(sample_switch)
            0: N_samples       = 7'b0001;
            1: N_samples       = 7'b0010;
            2: N_samples       = 7'b0100;
            default: N_samples = 7'b1000;
        endcase
    end
    always@(posedge my_clk, negedge reset)
    begin
        if (reset == 0)
        begin
            sum_count <= 0;
            P         <= 0;
        end
        else
        begin
            if (sum_count < N_samples)  
            begin
                P         <= P + (ROM_A[sum_count] * ROM_B[sum_count]);
                sum_count <= sum_count + 1;
            end
        end
    end
    always@(*)
    begin
        case(disp_switch)
            0: seg       = {6'b0 , sample_switch};  
            default: seg = P;  
        endcase
    end
    always@(seg)
    begin
        case(seg)
            0: seg_7       = 7'b0000001;
            1: seg_7       = 7'b1001111;
            2: seg_7       = 7'b0010010;
            3: seg_7       = 7'b0000110;
            4: seg_7       = 7'b1001100;
            5: seg_7       = 7'b0100100;
            6: seg_7       = 7'b0100000;
            7: seg_7       = 7'b0001111;
            8: seg_7       = 7'b0000000;
            9: seg_7       = 7'b0001100;
            default: seg_7 = 7'b0000001;
        endcase
    end
endmodule
```
`design/flow/run.sh`:
```
#!/bin/bash
# OpenROAD 26Q1-2900-gdf79404cd8, Yosys 0.63+post, stock flow scripts
make -C /OpenROAD-flow-scripts/flow DESIGN_CONFIG=/design/flow/config.mk WORK_HOME=/design/flow/orfs finish
```
==> flow_metrics.py <==
# Flow results
metrics = {
    "setup_path": {
        "crit_path_start_kind": "input port",
        "cpPeakStageDelay_ns": 0.69,
        "reg2reg_setup_slack_ns": 2.89,
        "crit_fanout": 11,
        "r2r_end": "counter[14]$_DFF_PN0_",
        "path_class": "input port to output pin",
        "cp.depth": 8,
        "critPathLaunch": "disp_switch",
        "cp-endpoint": "seg_7[0]",
        "cp_cell_sequence": "clkdlybuf4s50_1 -> mux2i_1 -> inv_1 -> ha_1 -> a211oi_1 -> a21oi_1 -> a211o_1 -> clkdlybuf4s50_1",
        "crit_family": "buffers and inverters",
        "cp.required_ns": 3.68,
        "ff2ff_path_depth": 5,
        "cpMaxStageDelayCell": "clkdlybuf4s50_1",
        "critPathCaptureType": "output pin",
        "cp.buffers_inverters": 3,
        "r2r-start": "counter[0]$_DFF_PN0_",
        "cpMostUsedCell": "clkdlybuf4s50_1",
        "critPathArrivalTime_ns": 3.42,
    },
    "finish": {
        "regArea_um2": 951,
        "drive_gt1_share_pct": 7.25,
        "lay_top_count": "dfrtp_1",
        "areaGrowthSynthToFinish_pct": 12.7,
        "finalNonFillerCells": 260,
        "design_area_um2": 2260,
        "final_cell_mix": "dfrtp_1, xnor2_1, nand3_1, xor2_1, ha_1",
        "logic_area_um2": 1020,
        "final.fill_count": 420,
    },
    "place": {
        "io_buffers": 11,
        "gp_congestion": 0.917,
        "numPlacedInstances": 256,
        "place_area_um2": 2190,
        "dp_hpwl_um": 2320,
    },
    "final_timing": {
        "finalClockPeriodUsage_pct": 94.4,
        "slew_viol_final": 0,
        "finalSetupViolations": 0,
        "max_freq_mhz": 230,
        "unclocked_regs": 12,
        "untimed_endpoints": 12,
        "rsz0062_at_grt": "false",
        "hold_viol": 0,
        "slew_headroom_pct": 67.9,
        "min_period_ns": 4.34,
        "finClkSkew_ns": 0.00309,
        "timing.setup.tns_ns": 0,
        "worst_pin_slew_ns": 0.478,
    },
    "global_route": {
        "grt_max_degree": 39,
        "met2_usage_pct": 23.5,
        "grt_pass1_wl_um": 5620,
        "global_route.usage.met3_pct": 0.840,
        "grtUsageTotal_pct": 13.5,
        "antenna_found_initial": 0,
        "grt-ovfl-total": 0,
        "gr-usage-met1_pct": 19.6,
        "top_usage_layer": "met2",
        "grt_pass1_vias": 1322,
    },
    "routing": {
        "insertedDiodeCount": 0,
        "wl_per_cell_um": 11.8,
        "ant_nets": 0,
        "drc_errors": 0,
        "routed_via_density": 5.07,
        "firstDrtPassIters": 4,
        "via_count": 1318,
        "routed_wl_um": 3060,
        "drt_iter0_drc": 55,
    },
    "cts": {
        "postCtsSetupRepairBufs": 0,
        "htreeDepth": 1,
        "root_buffer": "clkbuf_8",
        "clockBufferDepth": 2,
        "cts.clk_slew.worst_paths_ns": 0.08,
        "holdBufCountCts": 0,
        "clk_latency_ns": 0.26,
        "cts_tree": "built",
        "cts_buffers": 3,
        "cts_resized": 0,
    },
    "yosys": {
        "async_reset_ff_share_pct": 100,
        "netlist_area_um2": 2010,
        "yosys_warnings": 1,
        "yosys-stat-cells": 182,
        "ys_types": 34,
        "synth_flop_count": 38,
        "ys_area_um2": 2010,
        "synth_area_per_cell_um2": 11.0,
        "ys_seq_share_pct": 47.4,
        "syn_inst": 182,
        "edf_count": 0,
        "synth_top_flop_cell": "dfrtp_1",
    },
    "floorplanning": {
        "dieHeight_um": 72.8,
        "rows": 25,
        "fp_util_pct": 41.9,
        "boundaryPins": 12,
        "die_width_um": 72.8,
        "coreArea_um2": 4790,
        "die-area_um2": 5300,
    },
    "run": {
        "drv_cap": 0,
        "openroad.warnings": 29,
    },
    "pwr": {
        "peakVddDrop_mv": 0.257,
        "p_per_area_nw_per_um2": 198,
        "leakagePower_nw": 1.00,
    },
    "worst_hold_path": {
        "hp-class": "flip-flop to flip-flop",
        "holdPathStages": 1,
    },
    "run_status": {
        "status": "completed",
    },
}
## routing by layer
layer / vias to the layer above / share of wire, %
met4: 0 / 0.72
met1: 636 / 52
met3: 2 / 1.3
li1: 669 / -
met2: 11 / 46
met5: - / 0
## through the flow
stage	util (%)	setup WS, ns	power (W)	hold WS [ns]
floorplan	-	1.38	0.000251	0.438
global placement	45.7	0.357	0.000270	0.453
detailed placement	45.7	0.288	0.000271	0.455
CTS	47.2	0.287	0.000453	0.472
global route	47.2	0.135	0.000470	0.487
finish	47.2	0.257	0.000448	0.469
## worst reg2reg max path: cells and delay by family (launching register included)
kind | cells | cell delay, ns
XOR/XNOR | 1 | 0.16
buffers and inverters | 1 | 0.10
AND/OR/NAND/NOR | 2 | 0.67
adder cells (fa/ha/maj) | 1 | 0.27
flip-flops | 1 | 0.41
## cell usage after synthesis (2+ instances only)
master	n	area share, %
nand2b_1	4	1.2
ha_1	12	7.5
a21oi_1	3	0.75
a31oi_1	2	0.62
nand4_1	6	1.9
nor4b_1	3	1.3
dfrtp_1	38	47
mux2_2	3	1.7
and4_1	3	1.3
nor2_1	10	1.9
xnor2_1	19	8.3
xor2_1	14	6.1
nand3_1	16	4.0
nor3_1	7	1.7
inv_1	5	0.94
nand2_1	11	2.1
nor3b_1	2	0.75
clkbuf_1	4	0.75
nor4_4	2	2.1
mux2i_1	2	1.0
and3_1	3	0.94
## where the power goes
part / internal [W] / switching (W) / total [W]
logic: 0.0000170 / 0.0000208 / 0.0000378
registers: 0.000228 / 0 / 0.000228
clock network: 0.000116 / 0.0000658 / 0.000182
## final cells by class
type                            instances  share of cell area [%]
Clock buffer                            3                    1.83
Clock inverter                          1                    1.33
Inverter                                5                   0.831
Sequential cell                        38                    42.1
Multi-Input combinational cell        134                    45.0
Tap cell                               67                    3.71
Timing Repair Buffer                   12                    5.20
## worst min-delay path by stage
stage / startpoint / end / slack [ns]
after global routing: counter[16]$_DFF_PN0_ / counter[16]$_DFF_PN0_ / 0.49
final: counter[20]$_DFF_PN0_ / counter[20]$_DFF_PN0_ / 0.47
after CTS: counter[23]$_DFF_PN0_ / counter[23]$_DFF_PN0_ / 0.47
## cells by family (layout without fill, tap and decap cells)
logic type | count (synthesis) | after routing | share of synthesized area [%]
AND-OR/OR-AND | 13 | 13 | 4.74
flip-flops | 38 | 38 | 47.4
AND/OR/NAND/NOR | 71 | 71 | 21.4
multiplexers | 5 | 5 | 2.68
XOR/XNOR | 33 | 33 | 14.4
buffers and inverters | 10 | 21 | 1.87
adder cells (fa/ha/maj) | 12 | 12 | 7.49
## sequential cells by signal (all words and copies together) (netlist names)
register   cells
counter       26
P              8
sum_count      4
Power and IR drop assume default switching activity.

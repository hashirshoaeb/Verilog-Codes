<file path="design/flow/config.mk">
export PLATFORM = sky130hd
export DESIGN_NAME = mac
export DESIGN_NICKNAME = mac
export VERILOG_FILES = /design/flow/design.v
export SDC_FILE = /design/flow/constraint.sdc
export NUM_CORES = 4
export LEC_CHECK = 1
export CORE_UTILIZATION = 50
</file>
<file path="design/flow/constraint.sdc">
current_design mac

set clk_period 9.3
set clk_io_pct 0.2

create_clock -name clk0 -period $clk_period [get_ports {clk}]

set non_clock_inputs [all_inputs -no_clocks]
set_input_delay [expr $clk_period * $clk_io_pct] -clock clk0 $non_clock_inputs
set_output_delay [expr $clk_period * $clk_io_pct] -clock clk0 [all_outputs]
</file>
<file path="design/flow/design.v">
module mac(A,
           B,
           C,
           D,
           clk,
           reset,
           Acc);
    input [7:0]A, B, C, D;
    input clk, reset;
    output [31:0] Acc;
    reg [31:0] Acc;
    always@(posedge clk, negedge reset)
    begin
        if (reset == 0)
            Acc <= 0;
        else
            Acc <= A * B + C * D + Acc;
    end
endmodule
</file>
<file path="design/flow/run.sh">
#!/bin/bash
# OpenROAD 26Q1-2900-gdf79404cd8, Yosys 0.63+post, stock flow scripts
make -C /OpenROAD-flow-scripts/flow DESIGN_CONFIG=/design/flow/config.mk WORK_HOME=/design/flow/orfs finish
</file>
==> reports/results.ini <==
[global_routing]
grt_usage_pct=23.95
grt_max_degree=33
grt_pass1_wl_mm=22.38
grt_antenna_before_repair=0
grt_overflow=0
first_global_vias=4687

[floorplan]
core_um2=11660
core.rowCount=39
die_w_um=112.5
initial_utilization_pct=52.34
chipArea_um2=12660
die_h_um=112.5
ios=66

[finish]
mostFrequentLayoutCells=inv_1 (151), fa_1 (112), and2_1 (83), ha_1 (74), clkdlybuf4s50_1 (65)
final_area_um2=7101
largest_reg_flops=32
layout-drive-gt1-share_pct=2.560
comb_area_um2=4728
layout_top_cell=inv_1
seqCellArea_um2=800.8
top_regs=Acc x32
syn2layout_area_growth_pct=16.31
top_register=Acc
nFillCells=1001

[final_timing]
tns_ns=0
slew-limit-headroom_pct=62.32
fmaxAchievable_mhz=135.8
setup_viol=0
slew_viol_final=0
min_period_ns=7.362
timing_hold_violations_final=0
clock_skew_ns=0.002292
worstMarginPinSlew_ns=0.5653
period_used_pct=79.16
rsz0062_at_grt=false

[drt]
dr.pass1.iters=4
via_per_inst=5.004
wl_met3_um=692
route.met2.wl_mm=6.060
top_layer=met4
ant_nets=0
drt_drc_violations_left=0
n_antenna_cell=0
wl_met1_mm=5.693
wire_per_inst_um=14.90
drt_iter0_markers=60
wl_mm=12.61
num_vias=4233

[placement]
dpl_cell_area_um2=6937
gp_congestion=0.8692
io_buffers=65
hpwl_mm=11.15

[clock_network]
root_buffer=clkbuf_16
hold_buffers=0
cts_buffer_depth=2
clkSinkCount=32
insertion_delay_ns=0.28
clk_pin_slew_worst_paths_ns=0.05
htree_levels=2
cts-resized-gates=0
cts_tree=done
post-cts-setup-buffer-count=0
cts_buffers=5

[setup_path]
critPathLaunchType=input pin
arrival_ns=7.56
path_class=input pin to flop
cp.required_ns=9.50
path_max_fanout=8
cp-end-kind=flop

[logic_synthesis]
synthDistinctLibCells=39
synth_stat.cells=630
synth_seq_share_pct=13.12
ys.flops=32
yosys_area_um2=6105
ys_warn_count=1
edf_count=0
ys.flop_type=dfrtp_1
syn_area_per_cell_um2=9.690
async_flop_share_pct=100.0
syn_area_um2=6105
syn_inst=630

[run_status]
status=finished clean

[job]
warnings=26
drv_cap=0

[hold_path]
hold_class=flop to flop

cells in the mapped netlist, types with 2 or more instances:
cell type,instances,area share [%]
inv_1,151,9.3
fa_1,112,37
and2_1,83,8.5
ha_1,74,15
nand2_1,60,3.7
dfrtp_1,32,13
a21oi_1,24,2.0
xnor2_1,14,2.0
xor2_1,12,1.7
nor2_1,11,0.68
a21o_1,5,0.61
nand2b_1,5,0.51
o21ai_1,5,0.41
o211ai_1,4,0.49
o21ai_0,4,0.33
a211oi_2,3,0.61
nand3_1,3,0.25
a211oi_1,2,0.25
a31oi_1,2,0.20
and3_1,2,0.20
nand4_1,2,0.20
o21a_1,2,0.25
o21ai_2,2,0.29
worst paths after layout:
path	from	slack (ns)	cells past startpoint	end
worst max-delay path	A[4]	1.94	19	Acc[28]$_DFF_PN0_
worst min-delay path	Acc[31]$_DFF_PN0_	0.47	1	Acc[31]$_DFF_PN0_
worst max register to register	Acc[3]$_DFF_PN0_	5.08	16	Acc[28]$_DFF_PN0_
worst min register to register	Acc[31]$_DFF_PN0_	0.47	1	Acc[31]$_DFF_PN0_
max in group asynchronous	reset	7.02	2	Acc[7]$_DFF_PN0_
min in group asynchronous	reset	1.98	2	Acc[16]$_DFF_PN0_
layer usage:
metal,vias up,global-route usage [%]
met2,94,38.34
met3,14,5.063
li1,2064,-
met4,0,2.222
met5,-,0
met1,2061,37.61
kinds of logic (layout without fill, tap and decap cells):
group | count (synthesis) | in the layout | share of synthesized area, %
adders and majority gates | 186 | 186 | 51.90
AOI/OAI and AO/OA | 64 | 64 | 7.461
DFF | 32 | 32 | 13.12
and+or+nand+nor | 169 | 169 | 14.37
xor gates and xnor gates | 26 | 26 | 3.730
buffers and inverters | 153 | 226 | 9.428
metrics by stage:
stage | cells | util (%) | hold WS [ns] | setup WS (ns)
final | 846 | 60.88 | 0.4742 | 1.938
after global routing | 846 | 60.88 | 0.4943 | 1.686
after CTS | 846 | 60.88 | 0.4728 | 1.954
after detailed placement | 838 | 59.48 | 0.4603 | 1.700
after global placement | 838 | 59.48 | 0.4579 | 1.688
after floorplan | 630 | - | 0.4204 | 2.670
final cells by class:
type	instances	share of cell area (%)
inverters	152	8.035
flip-flops and latches	32	11.28
clock inverters	2	0.4934
multi-input cells	445	66.59
well taps	143	2.520
repair buffers	66	9.269
clock buffers	6	1.815
critical path: stages:
cell             delay (ns)
clkdlybuf4s50_1        0.61
and2_1                 0.26
fa_1                   0.54
inv_1                  0.05
fa_1                   0.49
fa_1                   0.52
inv_1                  0.05
fa_1                   0.50
fa_1                   0.50
inv_1                  0.06
fa_1                   0.53
inv_1                  0.04
ha_1                   0.39
o21ai_1                0.13
a211oi_1               0.24
o21ai_1                0.14
a21o_1                 0.27
a211oi_2               0.22
xor2_1                 0.16
